==> design/flow/design.v <==
`default_nettype none
module control_fsm
(
  input  wire        fsm_clk, 
  input  wire        reset_n,
  input  wire [3:0]  os_in,  
  input  wire        disconnect_sbrx,  
  input  wire        s_write_i,
  input  wire        s_read_i,
  input  wire [7:0]  s_address_i,
  input  wire [23:0] payload_in,  
  input  wire        trans_error,  
  input  wire        t_valid,  
  input  wire        os_sent,  
  input  wire [31:0] c_data_in,
  input  wire        lane_disable,
  input  wire        sync_busy,  
  input  wire        tdisabled_min,
  input  wire        ttraining_error_timeout,
  input  wire        tgen4_ts1_timeout,
  input  wire        tgen4_ts2_timeout, 
  output reg  [2:0]  trans_sel,
  output reg         disconnect_sbtx,  
  output reg         fsm_disabled,  
  output reg         fsm_training,  
  output reg         ts1_gen4_s,  
  output reg         ts2_gen4_s,  
  output reg  [3:0]  d_sel,  
  output reg  [1:0]  gen_speed,  
  output reg  [31:0] c_data_out,
  output reg  [7:0]  c_address,
  output reg         c_read_write,
  output reg  [7:0]  s_data_o,
  output reg  [7:0]  s_address_o,
  output reg         s_read_o,
  output reg         s_write_o
);
localparam DISABLED            = 'b0000,  
           CLD_CABLE_PROP      = 'b0001,
           CLD_DET_DEVICE      = 'b0010,
           CLD_PARAMETERS      = 'b0011, 
           CLD_CLK_SWITCH      = 'b0100, 
           TRAINING_GEN4_TS1   = 'b0101,
           TRAINING_GEN4_TS2   = 'b0110,
           TRAINING_GEN4_TS3   = 'b0111,
           TRAINING_GEN4_TS4   = 'b1000,
           TRAINING_GEN3_SLOS1 = 'b1001,
           TRAINING_GEN3_SLOS2 = 'b1010,
           TRAINING_GEN3_TS1   = 'b1011,
           TRAINING_GEN3_TS2   = 'b1100,
           CL0                 = 'b1101;  
localparam GEN4 = 'b00,
           GEN3 = 'b01,
		   GEN2 = 'b10;
reg [3:0]  cs, ns;
reg [5:0]  os_sent_cnt;
reg        enough_os_sent;
reg        os_received;
reg [1:0]  gen_speed_reg,
           cable_gen,
		   opp_adapter_gen;
reg        is_usb4,
           c_address_sent_flag,
	       c_data_received_flag,
	       AT_req_trans_send_flag,
		   AT_req_trans_sent_flag;
always @(posedge fsm_clk or negedge reset_n)
  begin
    if(!reset_n)
      begin
        cs <= DISABLED ;
      end
    else
      begin
        cs <= ns ;
      end
  end
always @(*)
  begin
    case (cs)
    DISABLED : 
      begin 
        if (lane_disable) 
		  ns = DISABLED;
		else if (!lane_disable && !tdisabled_min)  
		  ns = DISABLED;
        else 
		  ns = CLD_CABLE_PROP; 
      end
    CLD_CABLE_PROP : 
      begin 
        if (lane_disable) 
		  ns = DISABLED;
        else if (is_usb4) 
		  ns = CLD_DET_DEVICE;
        else 
		  ns = CLD_CABLE_PROP; 
      end
    CLD_DET_DEVICE : 
      begin 
        if (lane_disable) 
		  ns = DISABLED;
        else if (!disconnect_sbrx) 
		  ns = CLD_PARAMETERS;
        else 
		  ns = CLD_DET_DEVICE; 
      end
    CLD_PARAMETERS : 
      begin 
        if (lane_disable) 
		  ns = DISABLED;
        else if (disconnect_sbrx) 
		  ns = CLD_DET_DEVICE;
        else if (t_valid && !s_read_i && !s_write_i)  
		  ns = CLD_CLK_SWITCH;
        else 
		  ns = CLD_PARAMETERS; 
      end
    CLD_CLK_SWITCH : 
      begin 
        if (lane_disable) 
		  ns = DISABLED;
        else if (disconnect_sbrx) 
		  ns = CLD_DET_DEVICE;
        else if (gen_speed == GEN4) 
		  ns = TRAINING_GEN4_TS1;
        else 
		  ns = TRAINING_GEN3_SLOS1; 
      end
    TRAINING_GEN4_TS1 : 
      begin 
        if (lane_disable) 
		  ns = DISABLED;
        else if (disconnect_sbrx) 
		  ns = CLD_DET_DEVICE;
		else if (ttraining_error_timeout)
		  ns = CLD_PARAMETERS;
		else if (tgen4_ts1_timeout)
		  ns = CLD_PARAMETERS;
        else if (enough_os_sent && os_received) 
		  ns = TRAINING_GEN4_TS2;
        else 
		  ns = TRAINING_GEN4_TS1; 
      end
    TRAINING_GEN4_TS2 : 
      begin 
        if (lane_disable) 
		  ns = DISABLED;
        else if (disconnect_sbrx) 
		  ns = CLD_DET_DEVICE;
		else if (ttraining_error_timeout)
		  ns = CLD_PARAMETERS;
		else if (tgen4_ts2_timeout)
		  ns = CLD_PARAMETERS;
        else if (enough_os_sent && os_received) 
		  ns = TRAINING_GEN4_TS3;
        else 
		  ns = TRAINING_GEN4_TS2; 
      end
    TRAINING_GEN4_TS3 : 
      begin 
        if (lane_disable) 
		  ns = DISABLED;
        else if (disconnect_sbrx) 
		  ns = CLD_DET_DEVICE;
		else if (ttraining_error_timeout)
		  ns = CLD_PARAMETERS;
        else if (enough_os_sent && os_received) 
		  ns = TRAINING_GEN4_TS4;
        else 
		  ns = TRAINING_GEN4_TS3; 
      end
    TRAINING_GEN4_TS4 : 
      begin 
        if (lane_disable) 
		  ns = DISABLED;
        else if (disconnect_sbrx) 
		  ns = CLD_DET_DEVICE;
		else if (ttraining_error_timeout)
		  ns = CLD_PARAMETERS;
        else if (enough_os_sent && os_received) 
		  ns = CL0;
        else 
		  ns = TRAINING_GEN4_TS4; 
      end
    TRAINING_GEN3_SLOS1 : 
      begin 
        if (lane_disable) 
		  ns = DISABLED;
        else if (disconnect_sbrx) 
		  ns = CLD_DET_DEVICE;
		else if (ttraining_error_timeout)
		  ns = CLD_PARAMETERS;
        else if (enough_os_sent && os_received) 
		  ns = TRAINING_GEN3_SLOS2;
        else 
		  ns = TRAINING_GEN3_SLOS1; 
      end
    TRAINING_GEN3_SLOS2 : 
      begin 
        if (lane_disable) 
		  ns = DISABLED;
        else if (disconnect_sbrx) 
		  ns = CLD_DET_DEVICE;
		else if (ttraining_error_timeout)
		  ns = CLD_PARAMETERS;
        else if (enough_os_sent && os_received) 
		  ns = TRAINING_GEN3_TS1;
        else 
		  ns = TRAINING_GEN3_SLOS2; 
      end
    TRAINING_GEN3_TS1 : 
      begin 
        if (lane_disable) 
		  ns = DISABLED;
        else if (disconnect_sbrx) 
		  ns = CLD_DET_DEVICE;
		else if (ttraining_error_timeout)
		  ns = CLD_PARAMETERS;
        else if (enough_os_sent && os_received) 
		  ns = TRAINING_GEN3_TS2;
        else 
		  ns = TRAINING_GEN3_TS1; 
      end
    TRAINING_GEN3_TS2 : 
      begin 
        if (lane_disable) 
		  ns = DISABLED;
        else if (disconnect_sbrx) 
		  ns = CLD_DET_DEVICE;
		else if (ttraining_error_timeout)
		  ns = CLD_PARAMETERS;
        else if (enough_os_sent && os_received) 
		  ns = CL0;
        else 
		  ns = TRAINING_GEN3_TS2; 
      end
    CL0 : 
      begin 
        if (lane_disable) 
		  ns = DISABLED;
        else if (disconnect_sbrx) 
		  ns = CLD_DET_DEVICE;
        else 
		  ns = CL0; 
      end
    default : ns = DISABLED;
    endcase
  end
always @ (posedge fsm_clk or negedge reset_n)    
  begin
    if (!reset_n)
	  begin
        d_sel <= 'h9;  
        gen_speed <= GEN4;
        c_data_out <= 'h0;
        c_address <= 'h0;
        c_read_write <= 1;   
        c_address_sent_flag <= 0;
        c_data_received_flag <= 0;		
	    os_sent_cnt <= 'h0;
        enough_os_sent <= 0;
        os_received <= 0;
        cable_gen <= GEN4;
        opp_adapter_gen <= GEN4;
        is_usb4 <= 0;
		fsm_disabled <= 1;
        fsm_training <= 0;
        ts1_gen4_s <= 0;
        ts2_gen4_s <= 0;
	  end
	else
	  begin
		fsm_disabled <= 1;
        fsm_training <= 0;
        ts1_gen4_s <= 0;
        ts2_gen4_s <= 0;
        case (cs)
        DISABLED : 
          begin
            d_sel <= 'h9;  
            gen_speed <= GEN4;
            c_address <= 'h0;
            c_read_write <= 1;	
            c_address_sent_flag <= 0;
            c_data_received_flag <= 0;			
	        os_sent_cnt <= 'h0;
            enough_os_sent <= 0;
            os_received <= 0;
            cable_gen <= GEN4;
            opp_adapter_gen <= GEN4;
            is_usb4 <= 0;
			fsm_disabled <= 1;
          end
        CLD_CABLE_PROP : 
          begin
            d_sel <= 'h9;  
            gen_speed <= GEN4;				
	        os_sent_cnt <= 'h0;
            enough_os_sent <= 0;
            os_received <= 0;
            c_address <= 'd18;
            c_read_write <= 1;  
			if (ns != CLD_CABLE_PROP)
			  begin
			    c_address_sent_flag <= 0;
				c_data_received_flag <= 0;
			  end
			else
			  begin
                c_address_sent_flag <= 1;  
                c_data_received_flag <= c_address_sent_flag;  
			  end
            is_usb4 <= (c_data_in[7:0] == 'h40);
			if(c_data_in[21] == 1)
			  cable_gen <= GEN4;
			else if(c_data_in[20] == 1)
			  cable_gen <= GEN3;
			else
			  cable_gen <= GEN2;
          end
        CLD_DET_DEVICE : 
          begin
            d_sel <= 'h9;  
            gen_speed <= GEN4;				
	        os_sent_cnt <= 'h0;
            enough_os_sent <= 0;
            os_received <= 0;
          end
        CLD_PARAMETERS : 
          begin
			if (cable_gen == GEN2 || opp_adapter_gen == GEN2)
		      gen_speed <= GEN2;
		    else if (cable_gen == GEN3 || opp_adapter_gen == GEN3)
		      gen_speed <= GEN3;
		    else
		      gen_speed <= GEN4;
			if(payload_in [18] == 1)
			  opp_adapter_gen <= GEN4;
			else if(payload_in [13] == 1)
			  opp_adapter_gen <= GEN3;
			else
			  opp_adapter_gen <= GEN2;
			d_sel <= 'h9;  
	        os_sent_cnt <= 'h0;
            enough_os_sent <= 0;
            os_received <= 0;
          end
        TRAINING_GEN4_TS1 : 
          begin
            fsm_training <= 1;
			ts1_gen4_s <= 1;
			d_sel <= 'h4;  
	        if (ns == TRAINING_GEN4_TS1)
			  begin
				if (os_sent)
				  os_sent_cnt <= os_sent_cnt + 1;
				if (os_in == 'h4)
				  os_received <= 1;
				if (os_sent_cnt == 'd16)
				  enough_os_sent <= 1;
			  end
			else 
			  begin
				os_sent_cnt <= 'h0;
                enough_os_sent <= 0;
                os_received <= 0;
			  end
          end
        TRAINING_GEN4_TS2 : 
          begin
            fsm_training <= 1;
			ts2_gen4_s <= 1;
			d_sel <= 'h5;  
			if (ns == TRAINING_GEN4_TS2)
			  begin
				if (os_sent)
				  os_sent_cnt <= os_sent_cnt + 1;
				if (os_in == 'h5)
				  os_received <= 1;
				if (os_sent_cnt == 'd16)
				  enough_os_sent <= 1;
			  end
			else 
			  begin
				os_sent_cnt <= 'h0;
                enough_os_sent <= 0;
                os_received <= 0;
			  end
          end
        TRAINING_GEN4_TS3 : 
          begin
            fsm_training <= 1;
			d_sel <= 'h6;  
			if (ns == TRAINING_GEN4_TS3)
			  begin
				if (os_sent)
				  os_sent_cnt <= os_sent_cnt + 1;
				if (os_in == 'h6)
				  os_received <= 1;
				if (os_sent_cnt == 'd16)
				  enough_os_sent <= 1;
			  end
			else 
			  begin
				os_sent_cnt <= 'h0;
                enough_os_sent <= 0;
                os_received <= 0;
			  end
          end
        TRAINING_GEN4_TS4 : 
          begin
            fsm_training <= 1;
			d_sel <= 'h7;  
			if (ns == TRAINING_GEN4_TS4)
			  begin
				if (os_sent)
				  os_sent_cnt <= os_sent_cnt + 1;
				if (os_in == 'h7)
				  os_received <= 1;
				if (os_sent_cnt == 'd16)
				  enough_os_sent <= 1;
			  end
			else 
			  begin
				os_sent_cnt <= 'h0;
                enough_os_sent <= 0;
                os_received <= 0;
			  end
          end
        TRAINING_GEN3_SLOS1 : 
          begin
            fsm_training <= 1;
			d_sel <= 'h0;  
			if (ns == TRAINING_GEN3_SLOS1)
			  begin
				if (os_sent)
				  os_sent_cnt <= os_sent_cnt + 1;
				if (os_in == 'h0)
				  os_received <= 1;
				if (os_sent_cnt == 'd32)
				  enough_os_sent <= 1;
			  end
			else 
			  begin
				os_sent_cnt <= 'h0;
                enough_os_sent <= 0;
                os_received <= 0;
			  end
          end
        TRAINING_GEN3_SLOS2 : 
          begin
            fsm_training <= 1;
			d_sel <= 'h1;  
			if (ns == TRAINING_GEN3_SLOS2)
			  begin
				if (os_sent)
				  os_sent_cnt <= os_sent_cnt + 1;
				if (os_in == 'h1)
				  os_received <= 1;
				if (os_sent_cnt == 'd32)
				  enough_os_sent <= 1;
			  end
			else 
			  begin
				os_sent_cnt <= 'h0;
                enough_os_sent <= 0;
                os_received <= 0;
			  end
          end
        TRAINING_GEN3_TS1 : 
          begin
            fsm_training <= 1;
			d_sel <= 'h2;  
			if (ns == TRAINING_GEN3_TS1)
			  begin
				if (os_sent)
				  os_sent_cnt <= os_sent_cnt + 1;
				if (os_in == 'h2)
				  os_received <= 1;
				if (os_sent_cnt == 'd32)
				  enough_os_sent <= 1;
			  end
			else 
			  begin
				os_sent_cnt <= 'h0;
                enough_os_sent <= 0;
                os_received <= 0;
			  end
          end
        TRAINING_GEN3_TS2 : 
          begin
            fsm_training <= 1;
			d_sel <= 'h3;  
			if (ns == TRAINING_GEN3_TS2)
			  begin
				if (os_sent)
				  os_sent_cnt <= os_sent_cnt + 1;
				if (os_in == 'h3)
				  os_received <= 1;
				if (os_sent_cnt == 'd32)
				  enough_os_sent <= 1;
			  end
			else 
			  begin
				os_sent_cnt <= 'h0;
                enough_os_sent <= 0;
                os_received <= 0;
			  end
          end
        CL0:
		  begin
		    d_sel <= 'h8;  
		  end
		default :
          begin
            d_sel <= 'h9;  
            gen_speed <= GEN4;
            c_address <= 'h0;
            c_read_write <= 1;	
            c_address_sent_flag <= 0;
            c_data_received_flag <= 0;			
	        os_sent_cnt <= 'h0;
            enough_os_sent <= 0;
            os_received <= 0;
            cable_gen <= GEN4;
            opp_adapter_gen <= GEN4;
            is_usb4 <= 0;
          end
        endcase
      end
  end
always @ (posedge fsm_clk or negedge reset_n)
  begin
    if (!reset_n)
      begin
	    AT_req_trans_send_flag <= 0;  
		AT_req_trans_sent_flag <= 0;  
	    trans_sel <= 'h0;
		s_write_o <= 0;
	    s_read_o <= 0;
	    s_address_o <= 'b0;
	    s_data_o <= 'b0;
		disconnect_sbtx <= 1;  
      end	
	else
	  begin
	    if (cs == CLD_PARAMETERS)
	      begin
	        AT_req_trans_send_flag <= 1;  
		    AT_req_trans_sent_flag <= (trans_sel == 'h2);  
	      end
		else
		  begin
	        AT_req_trans_send_flag <= 0;
		    AT_req_trans_sent_flag <= 0; 
		  end
  	    if (cs == DISABLED || cs == CLD_CABLE_PROP)
		  begin
		    disconnect_sbtx <= 1;  
			trans_sel <= 'h0; 
			s_read_o <= 0;
			s_write_o <= 0;
          end
		else if ((AT_req_trans_send_flag && !AT_req_trans_sent_flag) || (cs == CLD_PARAMETERS && trans_error))
		  begin
		    if(!sync_busy)
			  trans_sel <= 'h2;  
			s_read_o <= 0;
			s_write_o <= 0;
			disconnect_sbtx <= 0;
          end			
		else if (t_valid && s_write_i)
          begin
	        s_write_o <= 1;
			s_read_o <= 0;
		    s_address_o <= s_address_i;
	        s_data_o <= payload_in;
			disconnect_sbtx <= 0;
	      end
	    else if (t_valid && s_read_i)
	      begin
			if(!sync_busy)
			  trans_sel <= 'h3;
			s_read_o <= 1;
			s_write_o <= 0;
	        s_address_o <= s_address_i;			  
			disconnect_sbtx <= 0;
	      end
		else
		  begin
		    trans_sel <= 'h0;
			disconnect_sbtx <= 0;
			s_read_o <= 0;
			s_write_o <= 0;
		  end
      end
  end
endmodule
`resetall
==> design/flow/run.sh <==
#!/bin/bash
# OpenROAD 26Q1-2900-gdf79404cd8, Yosys 0.63+post, stock flow scripts
make -C /OpenROAD-flow-scripts/flow DESIGN_CONFIG=/design/flow/config.mk WORK_HOME=/design/flow/orfs finish
==> design/flow/config.mk <==
export PLATFORM = sky130hd
export DESIGN_NAME = control_fsm
export DESIGN_NICKNAME = control_fsm
export VERILOG_FILES = /design/flow/design.v
export SDC_FILE = /design/flow/constraint.sdc
export NUM_CORES = 4
export LEC_CHECK = 1
export CORE_UTILIZATION = 50
==> design/flow/constraint.sdc <==
current_design control_fsm

set clk_period 5.2
set clk_io_pct 0.2

create_clock -name clk0 -period $clk_period [get_ports {fsm_clk}]

set non_clock_inputs [all_inputs -no_clocks]
set_input_delay [expr $clk_period * $clk_io_pct] -clock clk0 $non_clock_inputs
set_output_delay [expr $clk_period * $clk_io_pct] -clock clk0 [all_outputs]
==> ci_impl_report.md <==
## Synthesis and layout report

| Metric | Value |
|---|---|
| Outcome | `finished clean` |
| Die Area | `7000 um^2` |
| Die width | `between 80 and 90 um` |
| CP max stage delay | `between 0.5 and 0.6 ns` |
| Initial Util | `52.2%` |
| Max Cap Violations | `0` |
| Final ANT Viol Nets | `0` |
| Mux area share | `3.68%` |
| CTS tree | `yes` |
| Slew Limit Headroom | `49.1%` |
| Yosys cell count | `369` |
| Fin. max-slew vios | `0` |
| Final Cycle Share | `about two thirds` |
| Clock Skew | `~0.0043 ns` |
| Crit path max fanout | `8` |
| Cell Chain, Critical Path | `clkdlybuf4s50_1 -> or3b_1 -> a21o_1 -> o21ai_2 -> nand3_2 -> nor4_2 -> a21o_2 -> nor2_2 -> o311ai_1` |
| Sequential share of the synthesized area | `45.2%` |
| Post-Syn Area | `between 3000 and 4000 um^2` |
| R2R depth | `8` |
| RSZ-0062 raised after global routing | `no` |
| Setup slack after layout | `~1.8 ns` |
| Syn_area_per_cell | `9.04 um^2` |
| Pint | `0.858 mW` |
| Main flop type after synthesis | `dfrtp_1` |
| Final WL | `7.15 mm` |
| Leakage power | `1.89 nW` |
| DRT iter0 DRCs | `117` |
| Synth async-reset ratio | `100%` |
| Max reg flops | `14` |
| Setup violations, final | `0` |
| Post-place setup slack | `1.42 ns` |
| Global route total overflow | `0` |
| Number of distinct library cells after synthesis | `63` |
| Number of synthesized flops with an enable pin | `0` |
| Post-DP Area | `4000 um^2` |
| PD cells | `266 nW/um^2` |
| Top reg by flops | `cs` |
| Die y size | `83.7 um` |
| Max Fclk | `0.290 GHz` |
| H-tree levels | `3` |
| Switch Pwr | `0.257 mW` |
| CP delay by family, top | `simple AND/OR/NAND/NOR gates` |
| # diodes | `0` |
| Data required, critical path | `5.43 ns` |
| Complex Gates by Area | `15.6%` |
| Share of layout cells above drive strength 1 | `9.51%` |
| Post-CTS Resized | `0` |
| Basic Gates by Area | `21.6%` |
| WP buf/inv | `1` |
| Clock share of power | `around 37%` |
| Minimum clock period | `3.45 ns` |
| Area added between synthesis and finish | `25.7%` |
| CP startpoint kind | `input port` |
| XORs/XNORs by Area | `0.263%` |
| First-pass GRT wire length | `about 12 mm` |
| PortBufs | `77` |
| Pre-Repair DR Iteration Count | `4` |
| Synth Warn # | `1` |
| Routed vias/inst | `5.15` |
| Total track usage | `21.8%` |
| Max VDD drop | `around 160 uV` |
| Rows | `29` |
| Critical Path End Type | `flop` |
| Placed Cells | `514` |
| Hold crit path type | `flop to flop` |
| Post-CTS Repair Setup Buffers | `0` |
| Register share of total power | `47.4%` |
| TNS Setup | `0 ns` |
| Number of stages on the worst setup path | `9` |
| Crit path max-delay cell type | `clkdlybuf4s50_1` |
| Final instance area | `4190 um^2` |
| Hold buffer count at CTS | `0` |
| Final std cells w/o fill | `529` |
| Count of tool warnings | `64` |
| Largest net degree at the start of global routing | `61` |
| Final GP Congestion | `0.909` |
| Cts bufs inserted | `9` |
| Clk latency of the worst-skew pair | `around 0.33 ns` |
| Synthesis area per yosys | `approximately 3300 um^2` |
| Top logic family | `simple AND/OR/NAND/NOR gates` |
| Mapped Cells | `roughly 370` |
| Maximum root-to-sink buffer count | `2` |
| Top Registers | `cs: 14 flops, s_address_o: 8 flops, s_data_o: 8 flops` |
| Placed wire-length estimate | `5.07 mm` |
| Slew @ Worst Pin | `about 0.76 ns` |
| Filler cells | `524` |
| Sw Share | `23.0%` |
| Flops after synth | `60` |
| Root Buffer | `clkbuf_8` |
| WS Path Type | `input port to flop` |
| Routed vias | `2,723` |
| WL per Instance | `13.5 um` |
| Critical path arrival | `3.68 ns` |
| Clock Pin Slew Worst Setup and Hold Paths | `about 0.070 ns` |
| Adder Area Share | `0.750%` |
| Comb pwr share | `16.0%` |
| Final hold vios | `0` |
| # clock sinks | `60` |
| # DRC | `0` |
| Total power | `1.11 mW` |
| Initial antenna violation count | `0` |
| WHS Path Cells | `2` |
| Core Footprint | `6390 um^2` |
| Vias in the first global route | `2,439` |
| IO Pins | `155` |
worst paths after layout:
kind	slack, ns	from	to
setup / recovery	1.75	t_valid	os_sent_cnt[1]
hold / removal	0.48	s_data_o[4]	s_data_o[4]
setup reg to reg	2.46	cs[6]	os_sent_cnt[1]
hold reg to reg	0.48	s_data_o[4]	s_data_o[4]
max in group asynchronous	3.84	reset_n	d_sel[1]
min in group asynchronous	0.86	reset_n	ts2_gen4_s
power by group through the flow:
stage	registers [mW]	logic [mW]	clock network (mW)
after CTS	0.528	0.181	0.419
after global routing	0.534	0.198	0.445
final	0.528	0.178	0.409
synth_stat cells (2+ instances only):
| library cell | count | area share, % |
|---|---|---|
| and3_1 | 2 | 0.38 |
| buf_4 | 43 | 9.7 |
| nor3_1 | 10 | 1.5 |
| nor4_2 | 2 | 0.75 |
| dfstp_2 | 4 | 3.2 |
| nand2_1 | 68 | 7.7 |
| a21o_1 | 2 | 0.45 |
| o31ai_1 | 4 | 0.90 |
| o311ai_1 | 2 | 0.53 |
| a31oi_1 | 5 | 0.94 |
| o211ai_1 | 4 | 0.90 |
| nand3_2 | 2 | 0.60 |
| a211oi_1 | 2 | 0.45 |
| or3_1 | 2 | 0.38 |
| a32oi_1 | 2 | 0.53 |
| or2_1 | 2 | 0.38 |
| inv_1 | 19 | 2.1 |
| a21oi_1 | 13 | 2.0 |
| o2111ai_1 | 2 | 0.53 |
| clkbuf_1 | 4 | 0.45 |
| nor4_1 | 3 | 0.56 |
| a311oi_1 | 2 | 0.53 |
| o21ai_0 | 19 | 2.9 |
| and2_1 | 4 | 0.75 |
| buf_2 | 2 | 0.30 |
| nor2_1 | 26 | 2.9 |
| dfrtp_1 | 56 | 42 |
| or4_1 | 3 | 0.68 |
| mux2_2 | 10 | 3.4 |
| nand3_1 | 3 | 0.45 |
| nor3b_1 | 2 | 0.45 |
| o21ai_2 | 2 | 0.53 |
| ha_1 | 2 | 0.75 |
| nand4_1 | 5 | 0.94 |
| nand2b_1 | 7 | 1.3 |
| conb_1 | 2 | 0.23 |
cells by family after synthesis:
group | count (synthesis)
fa+ha+maj | 2
other cells | 2
buf+inv | 69
compound gates | 75
mux | 11
flops | 60
simple gates | 149
xor+xnor | 1
stage by stage:
step / utilization, % / hold slack (ns)
finish: 65.7 / 0.477
global route: 65.7 / 0.505
CTS: 65.7 / 0.478
detailed placement: 62.7 / 0.461
global placement: 62.7 / 0.458
floorplan: - / 0.421
layer usage:
metal  vias up  part of all wire (%)  wire (um)  track usage [%]
li1       1362                     -          -                -
met1      1254                    50       3550             38.1
met3         6                   7.1        511             5.32
met2       101                    42       3020             29.6
met5         -                     0          0                0
met4         0                  0.85         61             2.77
worst reg2reg max path: stages, from the launching register on:
cell	delay [ns]
dfrtp_1	0.47
and2b_1	0.27
nor3_1	0.17
a31oi_1	0.20
nor4_2	0.59
a32oi_1	0.28
o221ai_4	0.29
nor2_2	0.11
o311ai_1	0.25
cell usage in the layout, fill, tap and decap left out, types with 7 or more instances in the layout:
cell and n:
nor2_1 26, clkdlybuf4s50_1 76, mux2_2 10, inv_1 19
o21ai_0 19, nand2b_1 7, dfrtp_1 56, conb_1 41
a21oi_1 13, nand2_1 68, clkbuf_8 10, nor3_1 10
layout make-up:
cell class / instances / area [um^2] / share of cell area [%]
multi-input cells: 279 / 1550 / 37.0
flip-flops and latches: 60 / 1510 / 35.9
repair buffers: 78 / 773 / 18.4
clock buffers: 10 / 138 / 3.28
well taps: 77 / 96.3 / 2.30
inverters: 20 / 75.1 / 1.79
clock inverters: 5 / 52.6 / 1.25
Power figures rest on the tool's default switching activity, not on a simulated workload.
